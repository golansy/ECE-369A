`/design/flow/config.mk`:
```
export PLATFORM = sky130hd
export DESIGN_NAME = MEMWBReg
export DESIGN_NICKNAME = MEMWBReg
export VERILOG_FILES = /design/flow/design.v
export SDC_FILE = /design/flow/constraint.sdc
export NUM_CORES = 4
export LEC_CHECK = 1
export CORE_AREA = 10 10 164 164
export DIE_AREA = 0 0 174 174
```
`/design/flow/constraint.sdc`:
```
current_design MEMWBReg

set clk_period 1.0
set clk_io_pct 0.2

create_clock -name clk0 -period $clk_period [get_ports {Clk}]

set non_clock_inputs [all_inputs -no_clocks]
set_input_delay [expr $clk_period * $clk_io_pct] -clock clk0 $non_clock_inputs
set_output_delay [expr $clk_period * $clk_io_pct] -clock clk0 [all_outputs]
```
`/design/flow/design.v`:
```
`timescale 1ns / 1ps
module MEMWBReg(Clk, Reset, rs_reg_in, rt_reg_in, rd_reg_in, RegWrite_in, MemToReg_in, ALUResult_in, ReadMem_in, write_reg_in, PC_Plus8_in, RegWrite_out, MemToReg_out, ALUResult_out, ReadMem_out, write_reg_out, PC_Plus8_out, rs_reg_out, rt_reg_out, rd_reg_out);
    input Clk, Reset;
    input RegWrite_in;
    input [31:0] ALUResult_in, ReadMem_in, PC_Plus8_in;
    input [4:0] write_reg_in;
    input [4:0] rs_reg_in, rt_reg_in, rd_reg_in;
    input [1:0] MemToReg_in;
    output reg RegWrite_out;
    output reg [31:0] ALUResult_out, ReadMem_out, PC_Plus8_out;
    output reg [4:0] write_reg_out;
    output reg [4:0] rs_reg_out, rt_reg_out, rd_reg_out;
    output reg [1:0] MemToReg_out;
    always @ (posedge Clk) begin
        if (Reset == 1) begin
            RegWrite_out <= 0;
            MemToReg_out <= 0;
            ALUResult_out <= 0;
            write_reg_out <= 0;
            ReadMem_out <= 0;
            PC_Plus8_out <= 0;
            rs_reg_out <= 0;
            rt_reg_out <= 0;
            rd_reg_out <= 0;
        end
        else begin            
            RegWrite_out <= RegWrite_in;
            MemToReg_out <= MemToReg_in;
            ALUResult_out <= ALUResult_in;
            write_reg_out <= write_reg_in;
            ReadMem_out <= ReadMem_in;
            PC_Plus8_out <= PC_Plus8_in;
            rs_reg_out <= rs_reg_in;
            rt_reg_out <= rt_reg_in;
            rd_reg_out <= rd_reg_in;            
        end
    end
endmodule
```
`/design/flow/run.sh`:
```
#!/bin/bash
# OpenROAD 26Q1-2900-gdf79404cd8, Yosys 0.63+post, stock flow scripts
make -C /OpenROAD-flow-scripts/flow DESIGN_CONFIG=/design/flow/config.mk WORK_HOME=/design/flow/orfs finish
```
==> run summary <==
Post-CTS setup buffers: 0
CP arrival: 0.88 ns
Final period util: 1.08
Core area: 23400 sq um
Final hold viol count: 0
Post-synthesis sequential area ratio: 0.740
Synth Cell Area: 3220 sq um
Final Wtd Congestion: 0.762
Yosys stat cell total: 251
CP max stage delay: 0.36 ns
Gate Area: 744 sq um
Tool warnings: 27
Share of cells above drive strength 1: 0.345
WL per Instance: 14.1 um
Post-DRT Antenna Nets: 0
Dpl ws: -0.147 ns
Synthesized flop and latch total: 119
Status: finished with violations
Reg area: 2420 sq um
Pins over their slew limit: 0
FP Core Util: 0.138
Die height: 174 um
CP max stage cell: dfxtp_4
DP HPWL: 9190 um
Clk slew on worst S/H paths: 0.06 ns
Top cell area share: 0.740
Gr usage total: 0.0745
Num CTS Buffers: 17
CP Class: flip-flop to output pin
Die Wd: 174 um
Longest Clk Path Bufs: 2
Lkg Pwr: 0.00262 uW
Top cells by area: dfxtp_1 (74%), nor2b_1 (23%), buf_4 (2.1%)
Hold endpoint: MemToReg_out[0]
CTS tree: built
RSZ-0062 raised after global routing: true
Setup TNS: -0.542 ns
Critical path required time: 0.80 ns
Worst slew pin tran: 0.222 ns
DRT iter0 DRCs: 52
Hold_ws: 0.0852 ns
Max IR drop VDD: 0.000822 V
Vias per inst: 3.00
Critical Path Fanout Max: 1
Final core occ: 0.258
Root buf cell: clkbuf_16
Die area: 30300 sq um
Num rows: 56
Vias in the first global route: 2631
CP top delay family: flip-flops
Ordered cell list for the critical path: buf_6
Fillcell total: 2526
First-pass GRT wire length: 17300 um
Area delta synth->final: 87.7%
Yosys top cell by area: dfxtp_1
GRT Residual Overflow: 0
Power density over cell area: 1970 nW/um^2
CP Capture Type: output pin
Cell count after synthesis: 251
Synth Warn #: 1
Distinct lib cells used: 5
WHS Path Cells: 2
CP Launch Type: flip-flop
Clock Sinks: 119
Drt drc: 0
Final worst setup slack: -0.0761 ns
Failing checks: negative setup slack
Total Wirelength: 11700 um
I/O Buffers: 239
Setup Viol. Count Final: 45
Diode count: 0
Max Fclk: 929 MHz
Most common library cells after synthesis: dfxtp_1 (119), nor2b_1 (119), buf_4 (9), buf_2 (3), buf_6 (1)
CP Buf/Inv Count: 1
# IOs: 240
Main synth FF type: dfxtp_1
Synth async-reset ratio: 0
Hold-fix buffers at CTS: 0
Hold wc startpoint: Reset
Worst Hold Class: input port to flip-flop
Yosys stat chip area: 3220 sq um
H-tree Lvls: 4
Pre-antenna DRT Iters: 3
Min Tclk post-route: 1.08 ns
Via Count: 2495
Max cap viols: 0
Max-slew headroom: 0.852
Initial antenna violation count: 0
Post-synth EDFFs: 0
Largest net degree at the start of global routing: 47
Mean Syn Cell Area: 12.8 sq um
## power breakdown
group          internal [uW]  switching [uW]  leakage [uW]
sequential              5010            59.2      0.000999
clock                   3780            2120      0.000277
combinational            722             251       0.00134
total                   9510            2430       0.00262
## cell usage in the layout, fill, tap and decap left out, drive strengths merged
| cell | count |
|---|---|
| clkdlybuf4s50 | 119 |
| nor2b | 119 |
| dfxtp | 119 |
| clkinv | 5 |
| buf | 124 |
| clkinvlp | 2 |
| bufinv | 2 |
| clkbuf | 23 |
## per-layer routing
metal  GRT usage  share of wire  vias up
met4     0.00998          0.012        0
met5           0              0        -
met3      0.0394           0.10        7
li1            -              -     1252
met2       0.116           0.45      138
met1      0.0928           0.43     1098
## what timing repair did
item | CTS | global route
cloned | 0 | 0
endpoints found under the setup margin | 119 | 119
gates resized | 412 | 15
## worst max-delay path by stage
stage               startpoint                to  slack, ns  cells past startpoint
CTS           write_reg_out[2]  write_reg_out[2]      -0.11                      1
global route  write_reg_out[2]  write_reg_out[2]      -0.12                      1
finish        write_reg_out[2]  write_reg_out[2]      -0.08                      1
## stage by stage
step                std cells  instance area [sq um]  power [uW]
floorplan                 251                   3220        5330
detailed placement        800                   5970        6380
global route              832                   6050       12500
finish                    832                   6050       11900
global placement          800                   5970        6370
CTS                       832                   6000       12200
## cell type report
type / count / area share
Clock buffer: 23 / 0.0774
Timing Repair Buffer: 243 / 0.317
Sequential cell: 119 / 0.400
Multi-Input combinational cell: 119 / 0.123
Clock inverter: 9 / 0.0166
Tap cell: 319 / 0.0660
## registers in the layout, indices dropped and copies added, names as in the netlist
| name | cells |
|---|---|
| ALUResult_out | 32 |
| MemToReg_out | 2 |
| PC_Plus8_out | 32 |
| ReadMem_out | 32 |
| RegWrite_out | 1 |
| rd_reg_out | 5 |
| rs_reg_out | 5 |
| rt_reg_out | 5 |
| write_reg_out | 5 |
## cells by family after synthesis
kind of cell,synth area share
flip-flops,0.740
AND/OR/NAND/NOR,0.231
buffers and inverters,0.0291
Power and IR drop assume default switching activity.
