==> /design/flow/design.v <==
`timescale 1ns / 1ps
module RegisterFile(ReadRegister1, ReadRegister2, WriteRegister, WriteData, RegWrite, Clk, ReadData1, ReadData2, v0, v1);
	input Clk, RegWrite;
	input [4:0] ReadRegister1, ReadRegister2, WriteRegister;
	input [31:0] WriteData;
	(* MARK_DEBUG = "TRUE" *)output reg [31:0] ReadData1, ReadData2, v0, v1;
	reg [31:0] regFile [0:31];
	integer i;
    initial begin
        for(i=0; i < 32; i = i + 1) begin
            regFile[i] <= 32'h0;
        end   
    end
	always @(posedge Clk) begin
	   if(RegWrite == 1) begin
	       regFile[WriteRegister] <= WriteData;
	   end
	end
	always @(negedge Clk) begin
	   ReadData1 <= regFile[ReadRegister1];
	   ReadData2 <= regFile[ReadRegister2];   
	   v0 <= regFile[2];
	   v1 <= regFile[3];
	end
endmodule
==> /design/flow/run.sh <==
#!/bin/bash
# OpenROAD 26Q1-2900-gdf79404cd8, Yosys 0.63+post, stock flow scripts
make -C /OpenROAD-flow-scripts/flow DESIGN_CONFIG=/design/flow/config.mk WORK_HOME=/design/flow/orfs finish
==> /design/flow/config.mk <==
export PLATFORM = sky130hd
export DESIGN_NAME = RegisterFile
export DESIGN_NICKNAME = RegisterFile
export VERILOG_FILES = /design/flow/design.v
export SDC_FILE = /design/flow/constraint.sdc
export NUM_CORES = 4
export LEC_CHECK = 1
export CORE_UTILIZATION = 30
==> /design/flow/constraint.sdc <==
current_design RegisterFile

set clk_period 6.1
set clk_io_pct 0.2

create_clock -name clk0 -period $clk_period [get_ports {Clk}]

set non_clock_inputs [all_inputs -no_clocks]
set_input_delay [expr $clk_period * $clk_io_pct] -clock clk0 $non_clock_inputs
set_output_delay [expr $clk_period * $clk_io_pct] -clock clk0 [all_outputs]
==> results_dict.tcl <==
# implementation run metrics
set metrics [dict create \
    slew_viol_final 0 \
    postSynthSeqShare_pct 64.9 \
    yosys_area_mm2 0.0514 \
    clock-sinks 1152 \
    tightestPinTransition_ns 0.964 \
    cp_cell_sequence "clkdlybuf4s50_1" \
    io_pins 177 \
    holdPathEnd "regFile[3][4]$_DFFE_PP_" \
    p_per_area_mw_per_mm2 290 \
    via_count 33700 \
    h-tree-depth 3 \
    min_from "WriteData[4]" \
    gp_congestion 0.955 \
    top_area_share_pct 59.9 \
    cp_top_family "buffers and inverters" \
    drc_errors 0 \
    port_buffers 176 \
    grt_pass1_wl_um 242000 \
    setup_viol 0 \
    synth_top_flop_cell "edfxtp_1" \
    drv_cap 0 \
    hold_depth 2 \
    cp-end-kind "output port" \
    clock_insertion_delay_worst_skew_ns 0.75 \
    ir_drop_mv 0.232 \
    rr_worst_depth 6 \
    grt_start_max_net_pins 42 \
    cts_buffers 114 \
    top_cells_by_area "edfxtp_1 (60%), mux2i_1 (20%), dfxtp_1 (5.0%)" \
    routedWlPerCell_um 26.4 \
    grt_overflow 0 \
    slowest_stage "clkdlybuf4s50_1" \
    grt_pass1_vias 34800 \
    yosysWarnings 1 \
    reg2reg_to "ReadData1[23]$_DFF_N_" \
    syn_avg_cell_area_um2 14.6 \
    cts_root_buf "clkbuf_16" \
    ys_sh_xor_pct 0 \
    drt_first_pass_iters 5 \
    hold_path.class "in2reg" \
    critPathLaunchType "flop" \
    design.core.area_mm2 0.170 \
    status "finished, final reports clean" \
    ys_cells 3515 \
    hold_viol 0 \
    crit_type "reg2out" \
    routed_wl_um 170000 \
    antenna_found_initial 7 \
    cpPeakStageDelay_ns 0.63 \
    ys_sh_aoi_pct 7.64 \
    warnings 154 \
    synth-edff-count 1024 \
    row_count 151 \
    initial_utilization_pct 30.3 \
    finalPower_uw 18400 \
    die-width_um 416 \
    clk_pin_slew_ns 0.06 \
    logic_family "multiplexers" \
    maxSlewHeadroom_pct 35.6 \
    synth_flops 1152 \
    syn_inst 3515 \
    cts_tree "done" \
    synth_area_mm2 0.0514 \
    die_h_um 416 \
    cp.arrival_ns 4.86 \
    cts_setup_buffers 0 \
    area_growth_pct 23.6 \
    synth.largest_area_cell "edfxtp_1" \
    reg2reg_slack_ns 1.25 \
    vias_per_cell 5.25 \
    regToRegStartpoint "regFile[2][23]$_DFFE_PP_" \
    ys_sh_mux_pct 20.0 \
    layout.cells.non_filler 6426 \
    worst_ep_required_time_ns 4.88 \
    ys_types 25 \
    rsz0062_at_grt "false" \
    cts.path.max_buffers 3 \
    fa_ha_area_share_pct 0 \
    place_inst 6082 \
    utilization_pct 37.4 \
    cp.depth 1 \
    hold_buffers 0 \
    leakagePower_uw 0.0243 \
    place_hpwl_um 111000 \
    track_usage_pct 20.4 \
    crit_fanout 1 \
    fillers 15600 \
    final_layout_size_suffix_gt1_share_pct 16.0 \
    drtIter0Drc 2254 \
    die-area_mm2 0.173 \
    ant_nets 0 \
    cp_num_buf_inv 1 \
    simple_gate_share_pct 4.48 \
    async_flop_share_pct 0 \
    fin_skew_ns 0.0268 \
]
-- power breakdown --
group | switching (uW) | internal [uW]
Combinational | 951 | 735
Sequential | 122 | 8740
Clock | 3300 | 4590
-- worst register-to-register path, stage by stage, from the launching register on --
cell,delay (ns)
edfxtp_1,0.45
mux2i_1,0.10
a22o_1,0.25
nor3_1,0.58
buf_4,0.24
a31oi_1,0.04
nand3_1,0.08
-- per-stage QoR --
stage               setup TNS (ns)  hold slack, ns  instance area (um^2)  setup slack (ns)
finish                           0            1.31                 63500            0.0151
detailed placement          -19.91            2.05                 58900            -0.699
CTS                              0            1.26                 63400           0.00409
floorplan                        0            1.32                 51400             0.629
global placement            -20.33            2.05                 58900            -0.685
global route                     0            1.32                 63500            0.0420
-- cells in the final DEF (no fill, tap or decap), types with 5 or more instances in the layout --
cell type and n:
nor2_4 34, nand3b_1 5, inv_1 131, clkbuf_1 17
bufinv_16 15, a22o_1 128, a21oi_1 192, clkinv_2 17
clkbuf_8 8, clkinvlp_2 5, clkinv_1 8, nor3_1 63
edfxtp_1 1024, nand2_1 193, buf_4 341, clkdlybuf4s50_1 172
a22oi_1 192, clkbuf_16 125, dfxtp_1 124, mux2i_1 1024
a31oi_1 62, nand3_1 194, buf_12 85
-- sequential cells by signal, summed over array words and instances, names as in the netlist --
signal	count
v0	32
regFile	1024
ReadData2	32
v1	32
ReadData1	32
-- cells by family (layout without fill, tap and decap cells) --
logic type	Yosys count	in the layout
mux	1024	1024
other cells	0	1
flops	1152	1152
buf+inv	254	946
compound gates	576	576
simple gates	509	509
-- per-layer routing --
layer	GRT usage (%)	wire, um	up-vias
met4	6.78	7210	10
li1	-	-	15000
met5	0.333	119	-
met1	25.4	63300	16600
met2	30.7	77500	1781
met3	11.3	21800	334
-- Yosys cell counts, drive strengths merged (64+ instances only) --
library cell / instances
nand3: 194
a31oi: 64
buf: 168
nor3: 64
nand2: 195
edfxtp: 1024
mux2i: 1024
a22oi: 192
a21oi: 192
clkbuf: 85
a22o: 128
dfxtp: 128
-- cell type report --
cell class / instances / area (um^2) / area share, %
Clock buffer: 151 / 3310 / 5.21
Timing Repair Buffer: 602 / 6030 / 9.50
Clock inverter: 193 / 1240 / 1.95
Multi-Input combinational cell: 2109 / 16800 / 26.5
Sequential cell: 1152 / 33300 / 52.5
Antenna cell: 1 / 2.50 / 0.00394
Tap cell: 2218 / 2780 / 4.37
-- worst max-delay path by stage --
stage                            startpoint            end
after global routing   ReadData2[6]$_DFF_N_   ReadData2[6]
after CTS              ReadData1[3]$_DFF_N_   ReadData1[3]
final                 ReadData2[14]$_DFF_N_  ReadData2[14]
-- repair_timing --
| item | 4_1_cts | 5_1_grt |
|---|---|---|
| gates cloned | 0 | 0 |
| endpoints found under the setup margin | 6 | 3 |
| resized | 6 | 3 |
Power is estimated from default activity; no workload was simulated.
