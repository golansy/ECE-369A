## flow/config.mk

```make
export PLATFORM = sky130hd
export DESIGN_NAME = HiLoRegisters
export DESIGN_NICKNAME = HiLoRegisters
export VERILOG_FILES = /design/flow/design.v
export SDC_FILE = /design/flow/constraint.sdc
export NUM_CORES = 4
export LEC_CHECK = 1
export CORE_UTILIZATION = 30
```

## flow/constraint.sdc

```tcl
current_design HiLoRegisters

set clk_period 1.0
set clk_io_pct 0.2

create_clock -name clk0 -period $clk_period [get_ports {Clk}]

set non_clock_inputs [all_inputs -no_clocks]
set_input_delay [expr $clk_period * $clk_io_pct] -clock clk0 $non_clock_inputs
set_output_delay [expr $clk_period * $clk_io_pct] -clock clk0 [all_outputs]
```

## flow/design.v

```verilog
`timescale 1ns / 1ps
module HiLoRegisters(Clk, HiWrite, LoWrite, hi_input, lo_input, hi_output, lo_output);
    input Clk;
    input [31:0] hi_input, lo_input;
    input HiWrite, LoWrite;
    output reg [31:0] hi_output, lo_output;
    reg [31:0] reg_hi, reg_lo;
    initial begin
        reg_hi <= 32'b0;
        reg_lo <= 32'b0;
    end
    always @ (posedge Clk) begin
        hi_output <= reg_hi;
        lo_output <= reg_lo;
        if (HiWrite == 1) reg_hi <= hi_input;
        if (LoWrite == 1) reg_lo <= lo_input;
    end
endmodule
```

## flow/run.sh

```bash
#!/bin/bash
# OpenROAD 26Q1-2900-gdf79404cd8, Yosys 0.63+post, stock flow scripts
make -C /OpenROAD-flow-scripts/flow DESIGN_CONFIG=/design/flow/config.mk WORK_HOME=/design/flow/orfs finish
```

==> impl_metrics.csv <==
group,metric,value,unit
layout,areaGrowthSynthToFinish,57.6,%
detailed_routing,num_vias,1627,
job,warning_count,27,
critical_path,cp_cell_sequence,"buf_2",
sta,setup_slack,-0.118,ns
yosys,synth-edff-count,64,
placed_design,routabilityCongestion,0.771,
yosys,ys.flops,128,
clock_network,post_cts_resize_count,209,
floorplanning,die_w,105,um
layout,fillers,861,
global_route,grt_overflow_total,0,
placed_design,post-place-cells,397,
yosys,ys_chip_area,3200,sq um
power,peakVddDrop,0.00123,V
critical_path,worst_setup_path_start_kind,"register",
floorplanning,num_rows,37,
layout,flop_area,3220,sq um
global_route,first_global_vias,1674,
sta,fin_crit,1.12,ns
critical_path,max_stage_delay,0.32,ns
placed_design,port_buffers,130,
yosys,synthArstFlopShare,0,
layout,logic_gate_count,0,
power,intPower,10.4,mW
critical_path,crit_fanout,1,
clock_network,clk_latency,0.50,ns
global_route,grt_antenna_before_repair,0,
critical_path,end_kind,"output port",
global_route,grt_max_degree,33,
detailed_routing,viasPerCell,3.79,
floorplanning,die_height,105,um
critical_path,critPathSlowestCell,"dfxtp_2",
sta,relSlewSlack,0.818,
clock_network,post_cts_buffers,0,
clock_network,cts_hold_buf,0,
clock_network,cts.sinks,128,
critical_path,crit_family,"flip-flops",
run_status,failed_checks,"negative setup slack",
yosys,ys_cells,128,
clock_network,cts_buffers,17,
detailed_routing,drtPass1Iterations,2,
floorplanning,io_pins,131,
job,cap_violations,0,
power,seqPwrFrac,0.474,
power,switching_share,0.188,
clock_network,ctsHtreeMaxLevel,4,
detailed_routing,routed_wl,5650,um
detailed_routing,drc,0,
power,p_per_area,2530,nW/um^2
floorplanning,dieArea,11100,sq um
global_route,track_usage,0.110,
layout,drive_gt1_frac,0.386,
floorplanning,core,10300,sq um
sta,setup_viol,64,
critical_path,path_class,"register to output port",
power,power_frac_clock,0.487,
detailed_routing,antenna_left,0,
sta,setup_tns,-6.10,ns
power,power_switching,2.40,mW
yosys,largest_area_cell,"edfxtp_1",
floorplanning,initial_core_util,0.310,
yosys,ys_seq_frac,1.00,
yosys,top_cells_by_area,"edfxtp_1 (60%), dfxtp_1 (40%)",
clock_network,cts_tree,"built",
power,comb_power_share,0.039,
power,p_leak,1.99,nW
run_status,status,"complete, but fails checks",
critical_path,worstPathRequired,0.80,ns
yosys,top_cells_by_count,"dfxtp_1 (64), edfxtp_1 (64)",
sta,tightest_slew,0.273,ns
clock_network,path_clk_slew,0.06,ns
clock_network,clock_path_buffers,2,
placed_design,place_ws,-0.249,ns
layout,fin_cells,429,
detailed_routing,drtIter0Drc,21,
yosys,ff_type,"edfxtp_1",
yosys,syn_inst,128,
yosys,ys_types,2,
critical_path,arrival,0.92,ns
sta,rsz0062_at_grt,"yes",
sta,final-hold-violation-count,0,
yosys,synth_warnings,1,
global_route,grt_pass1_wl,8710,um
layout,comb_area,0,sq um
sta,fmaxAchievable,0.894,GHz
worst_hold_path,hold_class,"primary input to register",
detailed_routing,wl_per_cell,13.2,um
sta,fin_crit_sh,1.12,
yosys,top_area_frac,0.600,
clock_network,clockRootBuffer,"clkbuf_8",
yosys,avgSynthCellArea,25.0,sq um
critical_path,critPathBufInv,1,
sta,holdWs,0.252,ns
yosys,syn_area,3200,sq um
detailed_routing,antenna-diode-count,0,
sta,slew_violations,0,
sta,fin_skew,0.00628,ns
## routing by layer
metal	wire length, um	vias up	track usage
li1	-	767	-
met2	2410	122	0.155
met3	1040	6	0.0833
met5	0	-	0
met1	2130	732	0.141
met4	68	0	0.0181
## final cells by class
cell class            count  share of cell area
timing repair buffer    133               0.206
sequential              128               0.638
tap                     136              0.0337
clock buffer             21              0.0912
clock inverter           11              0.0305
## sequential cells by signal (all words and copies together) (netlist names)
name	count
reg_hi	32
hi_output	32
reg_lo	32
lo_output	32
## worst paths after layout
check | from | end | slack (ns) | cells after the start
setup / recovery | lo_output[24]$_DFF_P_ | lo_output[24] | -0.12 | 1
hold / removal | hi_input[25] | reg_hi[25]$_DFFE_PP_ | 0.25 | 1
hold reg to reg | reg_lo[6]$_DFFE_PP_ | lo_output[6]$_DFF_P_ | 0.33 | 0
setup reg to reg | reg_hi[15]$_DFFE_PP_ | hi_output[15]$_DFF_P_ | 0.50 | 0
## metrics by stage
step	power (mW)	utilization	instance area [sq um]
5_1_grt	13.2	0.489	5050
3_3_place_gp	6.83	0.457	4720
3_5_place_dp	6.84	0.457	4720
6_report	12.8	0.489	5050
4_1_cts	12.9	0.487	5030
2_1_floorplan	6.08	-	3200
## cells in the final DEF, fill, tap and decap left out, types with 3 or more instances in the layout
cell / instances
clkdlybuf4s50_1: 66
edfxtp_1: 64
buf_2: 62
dfxtp_1: 48
clkbuf_16: 17
dfxtp_2: 16
clkinv_4: 4
clkinvlp_4: 3
bufinv_16: 3
## logic make-up (layout without fill, tap and decap cells)
family | after synthesis | count (layout) | synth area share
flops | 128 | 128 | 1.00
buf+inv | 0 | 165 | 0
## power groups by stage
stage	Clock (mW)	Sequential [mW]	Combinational, mW
CTS	6.36	6.04	0.505
global route	6.61	6.08	0.543
finish	6.21	6.04	0.498
Power is estimated from default activity; no workload was simulated.
